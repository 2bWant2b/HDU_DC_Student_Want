### design/flow/run.sh
#!/bin/bash
# OpenROAD 26Q1-2900-gdf79404cd8, Yosys 0.63+post, stock flow scripts
make -C /OpenROAD-flow-scripts/flow DESIGN_CONFIG=/design/flow/config.mk WORK_HOME=/design/flow/orfs finish
### design/flow/config.mk
export PLATFORM = sky130hd
export DESIGN_NAME = No4
export DESIGN_NICKNAME = No4
export VERILOG_FILES = /design/flow/design.v
export SDC_FILE = /design/flow/constraint.sdc
export NUM_CORES = 4
export LEC_CHECK = 1
export CORE_AREA = 10 10 70 70
export DIE_AREA = 0 0 80 80
### design/flow/constraint.sdc
current_design No4

set clk_period 1.5
set clk_io_pct 0.2

create_clock -name clk0 -period $clk_period

set non_clock_inputs [all_inputs -no_clocks]
set_input_delay [expr $clk_period * $clk_io_pct] -clock clk0 $non_clock_inputs
set_output_delay [expr $clk_period * $clk_io_pct] -clock clk0 [all_outputs]
### design/flow/design.v
`timescale 1ns / 1ps
module No4(EN, In, Y, Done);
	input EN;
	input [7:0] In;
	output [2:0] Y;
	output Done;
	wire EN;
	wire [7:0] In;
	reg [2:0] Y;
	reg Done;
	always @ (EN or In)
	if (EN == 0)
	begin
		if (In[0])
		begin
			Y = 3'b000;
			Done = 1;
		end
		else if (In[1])
		begin
			Y = 3'b001;
			Done = 1;
		end else if (In[2])
		begin
			Y = 3'b010;
			Done = 1;
		end else if (In[3])
		begin
			Y = 3'b011;
			Done = 1;
		end else if (In[4])
		begin
			Y = 3'b100;
			Done = 1;
		end else if (In[5])
		begin
			Y = 3'b101;
			Done = 1;
		end else if (In[6])
		begin
			Y = 3'b110;
			Done = 1;
		end else if (In[7])
		begin
			Y = 3'b111;
			Done = 1;
		end else
		begin
			Y = 3'b000;
			Done = 0;
		end
	end else
	begin
		Y = 3'b000;
		Done = 0;
	end
endmodule
==> run summary <==
impl run done, here's what came out: initial antenna violation count 1, DR WL/cell approximately 8 µm, YS chip area 100 µm², worst setup margin 0.0839 ns, vias per cell approximately 2.4, row cnt 21, die width about 80 µm, WS Path Type in2out, # Cells Yosys 17, gpl congestion 0.769, Die ar. 6400 µm², port bufs 13, total number of vias between 150 and 200, leakage power total 0.110 nW, drt drc 0, crit path time final 1.42 ns, Ports 13, run status complete, no violations, global router's overall resource usage slightly below 2%, proportion of layout cells with a drive suffix above 1 around half, Initial Util 2.93%, Slew Viols, Final 0, synthesized cell area about 100 µm², VDD IR max approximately 0.000029 V, Peak Freq 706 MHz, worst-margin pin slew around 0.26 ns, flop count 0, vias in the first global route 197, Routed Antenna Nets 0, RSZ-0062 raised after global routing false, global route total overflow 0, yosys warning tally 1, fin crit share roughly 94%, CP required roughly 1.2 ns, post-route design area approximately 300 µm², placed wire-length estimate 563 µm, final setup vio count 0, Post-Syn Instances 17, syn_area_per_cell slightly below 6 µm², final hold violations 0, Min-Delay Path Class in2out, FILL cells 411, Util after Layout 8.79%, DRT iter0 DRCs 1, worst rel slew slack 82.2%, worst slack, placed -0.668 ns, crit-path max FO 2, crit path DAT 1.12 ns, placed instance area just over 300 µm², startpoint types primary input, post-route non-filler standard cell count about 80, logic area 120 µm², Worst Setup End Kind output pin, Core ar. about 3400 µm², First-pass DRT Iterations 2, first-pass GRT wire length a little over 1000 µm, Routed WL ~640 µm, OpenROAD warnings 32, Netlist cell types 10, area grow syn2layout 200%, Die Ht approximately 80 µm, number of instances in the placed design about 80, max-cap violations 0, Seq/Total Area, Yosys 0%, CLK BUF 0, setup tns final 0 ns, PwrDens between 150 and 200 nW/µm², largest net degree at the start of global routing 5, Flop area 0 µm²
[area by class of cell]
type                            instances  share of cell area [%]
Inverter                                1                    1.25
Antenna cell                            1                   0.833
Multi-Input combinational cell         16                    40.0
Tap cell                               46                    19.2
Timing Repair Buffer                   16                    38.8
[where the power goes]
part	leakage, nW	internal (mW)	switching (mW)	total [mW]
clock network	0.00000634	0.0000000891	0	0.0000000891
registers	0	0	0	0
logic	0.110	0.0278	0.0253	0.0531
[repair_timing]
action                     CTS  global route
setup endpoints to repair    4             3
resized                     28             9
buffers inserted             1             0
hold buffers                 0             0
pin swaps                    4             4
[cell families (layout without fill, tap and decap cells)]
group / after synthesis / after routing / share of synthesized area, %
AND/OR/NAND/NOR: 10 / 10 / 65.0
AND-OR/OR-AND: 6 / 6 / 31.3
buffers and inverters: 1 / 17 / 3.75
other: 0 / 1 / 0
[synthesized netlist by cell type]
cell type  n  area share [%]
o21ai_0    2              10
or3_4      1              11
o21ai_1    1             5.0
nor4_2     2              25
inv_1      1             3.7
nor2_1     5              19
a31oi_1    1             6.3
a21oi_1    2              10
nor2b_1    1             6.3
nand2_1    1             3.7
[layer usage]
metal / GRT usage, % / vias to the layer above / part of all wire, %
met2: 2.73 / 11 / 32
met5: 0 / - / 0
li1: - / 96 / -
met1: 2.18 / 87 / 43
met4: 0 / 0 / 0
met3: 1.93 / 0 / 24
[worst max-delay path: stages]
cell and delay, ns:
clkbuf_2 0.09, or3_4 0.40, nor4_4 0.20, buf_2 0.13
[final timing paths]
path	startpoint	to	slack [ns]	cells past startpoint
max	In[0]	Y[2]	0.08	4
min	EN	Done	0.92	4
[through the flow]
stage,hold slack [ns],power [mW]
floorplan,0.611,0.0116
global placement,1.57,0.0567
detailed placement,1.58,0.0585
CTS,1.01,0.0530
global route,0.963,0.0593
finish,0.922,0.0531
[layout by cell type, fill, tap and decap left out]
| master | count |
|---|---|
| nor2_1 | 4 |
| clkbuf_2 | 4 |
| dlygate4sd2_1 | 3 |
| buf_2 | 3 |
| buf_4 | 3 |
| o21ai_0 | 2 |
| nor4_4 | 2 |
| clkdlybuf4s15_2 | 2 |
| diode_2 | 1 |
| or3_4 | 1 |
| a21oi_2 | 1 |
| inv_1 | 1 |
| a21oi_1 | 1 |
| nor2_2 | 1 |
| nand2_1 | 1 |
| nor2b_1 | 1 |
| o21ai_1 | 1 |
| a31oi_1 | 1 |
| clkdlybuf4s15_1 | 1 |
Power figures rest on the tool's default switching activity, not on a simulated workload.
